===== flow/config.mk =====
export PLATFORM = sky130hd
export DESIGN_NAME = fifo_async
export DESIGN_NICKNAME = fifo_async
export VERILOG_FILES = /design/flow/design.v
export SDC_FILE = /design/flow/constraint.sdc
export NUM_CORES = 4
export LEC_CHECK = 1
export CORE_UTILIZATION = 30

===== flow/constraint.sdc =====
current_design fifo_async

set clk_period 5.9
set clk_io_pct 0.2

create_clock -name clk0 -period $clk_period [get_ports {rclk}]
create_clock -name clk1 -period $clk_period [get_ports {wclk}]

set non_clock_inputs [all_inputs -no_clocks]
set_input_delay [expr $clk_period * $clk_io_pct] -clock clk0 $non_clock_inputs
set_output_delay [expr $clk_period * $clk_io_pct] -clock clk0 [all_outputs]

===== flow/design.v =====
module fifo_async
#(
  parameter DSIZE = 8,
  parameter ASIZE = 4
 )
 (
     input              rclk, rrst_n,rq,
     input              wclk, wrst_n,wq,
     input  [DSIZE-1:0] write_data,
     output [DSIZE-1:0] read_data,
     output             wfull,
     output             rempty
 );
  wire   [ASIZE-1:0] waddr, raddr;
  wire   [ASIZE:0]   wptr, rptr, wq2_rptr, rq2_wptr;
  sync_r2w  sync_r2w
  (
                    .wq2_rptr    (wq2_rptr),
                    .rptr        (rptr    ),
                    .wclk        (wclk    ),
                    .wrst_n      (wrst_n  )
 );
  sync_w2r  sync_w2r
  (
                   .rq2_wptr(rq2_wptr),
                   .wptr(wptr),
                   .rclk(rclk),
                   .rrst_n(rrst_n)
 );
  fifomem
  #(DSIZE, ASIZE)
  fifomem
  (
      .rdata(read_data),
      .wdata(write_data),
      .waddr(waddr),
      .raddr(raddr),
      .wclken(wq),
      .wfull(wfull),
      .wclk(wclk)
  );
  rptr_empty
  #(ASIZE)
  rptr_empty
  (
      .rempty(rempty),
      .raddr(raddr),
      .rptr(rptr),
      .rq2_wptr(rq2_wptr),
      .rq(rq),
      .rclk(rclk),
      .rrst_n(rrst_n)
  );
  wptr_full
  #(ASIZE)
  wptr_full
  (
      .wfull(wfull),
      .waddr(waddr),
      .wptr(wptr),
      .wq2_rptr(wq2_rptr),
      .wq(wq),
      .wclk(wclk),
      .wrst_n(wrst_n)
  );
endmodule
module  fifomem #(parameter DATASIZE = 8,
				parameter ADDRSIZE = 4) 
	(
	 output [DATASIZE-1:0] rdata,
	 input	[DATASIZE-1:0]	wdata,
	 input	[ADDRSIZE-1:0]	waddr, raddr,
	 input					wclken, wfull, wclk
	);
	 localparam DEPTH = 1<<ADDRSIZE;   
	 reg [DATASIZE-1:0] mem [0:DEPTH-1];
	 assign rdata     = mem[raddr];
	 always @(posedge wclk) begin
	 if (wclken && !wfull) mem[waddr] <= wdata;
    end
endmodule
module rptr_empty
#(
    parameter ADDRSIZE = 4
)
(
    output reg                rempty,
    output     [ADDRSIZE-1:0] raddr,  
    output reg [ADDRSIZE  :0] rptr,   
    input      [ADDRSIZE  :0] rq2_wptr,  
    input                     rq, rclk, rrst_n
);
  reg  [ADDRSIZE:0] rbin;
  wire [ADDRSIZE:0] rgraynext, rbinnext;
  always @(posedge rclk or negedge rrst_n) begin
      if (!rrst_n) begin
          rbin <= 0;
          rptr <= 0;
      end
      else begin
          rbin<=rbinnext;
          rptr<=rgraynext;  
      end
  end
  assign raddr     = rbin[ADDRSIZE-1:0];  
  assign rbinnext  = rbin + (rq & ~rempty);  
  assign rgraynext = (rbinnext>>1) ^ rbinnext;  
  assign rempty_val = (rgraynext == rq2_wptr);  
  always @(posedge rclk or negedge rrst_n) begin
      if (!rrst_n)
          rempty <= 1'b1;
      else
          rempty <= rempty_val;
  end
endmodule
module sync_r2w
#(
    parameter ADDRSIZE = 4
)
(
    output reg [ADDRSIZE:0] wq2_rptr,    
    input      [ADDRSIZE:0] rptr,        
    input                   wclk, wrst_n
);
reg [ADDRSIZE:0] wq1_rptr;
always @(posedge wclk or negedge wrst_n)
      if (!wrst_n) begin
          wq1_rptr <= 0;
          wq2_rptr <= 0;
      end
      else begin
          wq1_rptr<= rptr;
          wq2_rptr<=wq1_rptr;
      end
endmodule
module sync_w2r
#(parameter ADDRSIZE = 4)
(
    output reg [ADDRSIZE:0] rq2_wptr,  
    input      [ADDRSIZE:0] wptr,      
    input                   rclk, rrst_n
);
reg [ADDRSIZE:0] rq1_wptr;
  always @(posedge rclk or negedge rrst_n)
      if (!rrst_n)begin
          rq1_wptr <= 0;
          rq2_wptr <= 0;
      end
      else begin
          rq1_wptr <= wptr;
          rq2_wptr <= rq1_wptr;
      end
endmodule
module wptr_full
#(
    parameter ADDRSIZE = 4
)
(
    output reg                wfull,
    output     [ADDRSIZE-1:0] waddr,
    output reg [ADDRSIZE  :0] wptr,
    input      [ADDRSIZE  :0] wq2_rptr,
    input                     wq, wclk, wrst_n
);
  reg  [ADDRSIZE:0] wbin;
  wire [ADDRSIZE:0] wgraynext, wbinnext;
  always @(posedge wclk or negedge wrst_n) begin
      if (!wrst_n)
          {wbin, wptr} <= 0;
      else
          {wbin, wptr} <= {wbinnext, wgraynext};
  end
  assign waddr = wbin[ADDRSIZE-1:0];
  assign wbinnext  = wbin + (wq & ~wfull);
  assign wgraynext = (wbinnext>>1) ^ wbinnext;  
  assign wfull_val = (wgraynext=={~wq2_rptr[ADDRSIZE:ADDRSIZE-1],wq2_rptr[ADDRSIZE-2:0]});
  always @(posedge wclk or negedge wrst_n)
      if (!wrst_n)
          wfull  <= 1'b0;
      else
          wfull  <= wfull_val;
endmodule

===== flow/run.sh =====
#!/bin/bash
# OpenROAD 26Q1-2900-gdf79404cd8, Yosys 0.63+post, stock flow scripts
make -C /OpenROAD-flow-scripts/flow DESIGN_CONFIG=/design/flow/config.mk WORK_HOME=/design/flow/orfs finish

==> flow_summary.json <==
{
  "yosys_warnings": 7,
  "hold_path_depth": 0,
  "globalplace.congestion": 0.779,
  "cts_tree": "built",
  "regToRegEndpoint": "wptr_full.wfull",
  "mi_logic_area_sq_um": 1430,
  "seq_share_synth_pct": 76.2,
  "drt_first_pass_iters": 4,
  "number_of_buffers_inserted_for_hold_repair_after_clock_tree_synthesis": 0,
  "clock_skew_ns": 0.00850,
  "hold_viol_final": 0,
  "post_synth.cell_area_avg_sq_um": 19.8,
  "log.warning_count": 26,
  "setup-tns-final_ns": 0,
  "hold_end": "sync_r2w.wq1_rptr[3]",
  "io-pin-count": 24,
  "syn_area_sq_um": 6360,
  "setup.worst_path.class": "flop to output pin",
  "worst_setup_hold_path_clk_slew_ns": 0.06,
  "ys_async_sr_fraction_pct": 23.8,
  "setup_slack_ns": 2.09,
  "total_core_area_sq_um": 20500,
  "cp_data_arrival_time_ns": 2.63,
  "critical_path.slowest_cell": "sky130_fd_sc_hd__mux4_2",
  "fp_util_pct": 31.0,
  "yosys_register_bits": 168,
  "yosys-mux-area-fraction_pct": 11.3,
  "synth.yosys.num_cells": 322,
  "total_switching_power_mw": 1.17,
  "number_of_vias_in_the_routed_layout": 3009,
  "ys_dominant_reg_cell": "sky130_fd_sc_hd__edfxtp_1",
  "p_sw_share_pct": 29.8,
  "cts_repair_resize_count": 0,
  "cts.sinks": 168,
  "dp.final_hpwl_um": 7170,
  "grt-busiest-layer": "met2",
  "drv.max_cap_violation_count": 0,
  "cp.required_ns": 4.72,
  "first_global_vias": 3328,
  "adder_share_pct": 0.787,
  "via_per_inst": 4.61,
  "critPathMaxStageDelay_ns": 0.56,
  "grtUsageTotal_pct": 11.8,
  "worst_hold_path_type": "flop to flop",
  "power_density_nw_per_um2": 514,
  "total_power_mw": 3.93,
  "leakagePower_nw": 2.64,
  "drc": 0,
  "filler_cell_count": 1834,
  "pin_count_of_the_biggest_net_entering_global_routing": 36,
  "use_met3_pct": 5.64,
  "crit_chain": "buf_4, mux4_2, a22oi_1, nand2_1, clkdlybuf4s50_1",
  "worstRegToRegCells": 8,
  "vdd.ir_drop.worst_mv": 0.337,
  "worst-slew-pin-transition_ns": 0.868,
  "hold_startpoint": "rptr_empty.rptr[3]",
  "power.share.combinational_pct": 28.9,
  "compound_area_share_pct": 2.38,
  "final_max_slew_viol_count": 0,
  "synth.cellmix.simpleShare_pct": 3.89,
  "drtAntennaViolNets": 0,
  "pwr-share-seq_pct": 41.9,
  "run_status": "finished, final reports clean",
  "wire_length_of_the_first_global_routing_pass_um": 18100,
  "drive_gt1_share_pct": 23.2,
  "startpoint_type": "flop",
  "synth.distinct_cells": 28,
  "setup_repair_after_global_routing_missed_its_margin": "false",
  "chipWidth_um": 148,
  "number_of_enable_flip_flop_cells": 128,
  "share_clk_of_total_power_pct": 29.2,
  "std_cell_rows": 52,
  "path_buffers": 2,
  "synthXorXnorAreaFrac_pct": 4.01,
  "grtUsageMet2_pct": 18.1,
  "regToRegStartpoint": "wptr_full.wfull",
  "post_cts_buffers": 0,
  "synthToLayoutAreaGrowth_pct": 20.2,
  "synthCells": 322,
  "final-seq-area_sq_um": 4850,
  "cp-end-kind": "output pin",
  "setup_viol_count_final": 0,
  "grt_antenna_before_repair": 0,
  "wl_per_cell_um": 17.4,
  "drt_iter0_drc": 185,
  "internal_power_mw": 2.76,
  "buffer_ports.inserted": 22,
  "netlist_logic_family_top": "multiplexers",
  "ys_area_sq_um": 6360,
  "crit_fanout": 24,
  "grt_util_met1_pct": 16.8,
  "slew-limit-headroom_pct": 41.9,
  "grt-ovfl-total": 0,
  "reg2reg_setup_slack_ns": 3.59,
  "critical-path-top-delay-family": "buffers and inverters",
  "post_place_worst_slack_ns": 2.26,
  "num_antenna_cells": 0,
  "die_area_sq_um": 21800,
  "detail_route.wirelength_um": 11300,
  "chipHeight_um": 148
}
[cell families (layout without fill, tap and decap cells)]
family / Yosys count / count (layout)
flip-flops: 168 / 168
AND/OR/NAND/NOR: 53 / 53
multiplexers: 32 / 32
XOR/XNOR: 25 / 25
buffers and inverters: 21 / 82
AND-OR/OR-AND: 19 / 19
adder cells (fa/ha/maj): 4 / 4
[Yosys cell counts (2+ instances only)]
master	count	area, sq um
sky130_fd_sc_hd__nor2b_1	2	12.5
sky130_fd_sc_hd__mux4_2	32	721
sky130_fd_sc_hd__clkbuf_1	5	18.8
sky130_fd_sc_hd__ha_1	4	50.1
sky130_fd_sc_hd__xor2_1	13	114
sky130_fd_sc_hd__edfxtp_1	128	3840
sky130_fd_sc_hd__or3_1	5	31.3
sky130_fd_sc_hd__dfrtp_1	39	976
sky130_fd_sc_hd__nor2_1	15	56.3
sky130_fd_sc_hd__nand2_1	13	48.8
sky130_fd_sc_hd__buf_2	9	45.0
sky130_fd_sc_hd__nor3_1	4	20.0
sky130_fd_sc_hd__a22oi_1	16	120
sky130_fd_sc_hd__nand3_1	8	40.0
sky130_fd_sc_hd__nand2b_1	3	18.8
sky130_fd_sc_hd__inv_1	6	22.5
sky130_fd_sc_hd__xnor2_1	9	78.8
[flip-flops by register name, summed over array words and instances, names as in the netlist, 4 cells and up]
| signal | flops |
|---|---|
| rptr_empty.rptr | 5 |
| sync_w2r.rq1_wptr | 5 |
| wptr_full.wptr | 5 |
| wptr_full.wbin | 4 |
| sync_w2r.rq2_wptr | 5 |
| rptr_empty.rbin | 4 |
| fifomem.mem | 128 |
| sync_r2w.wq1_rptr | 5 |
| sync_r2w.wq2_rptr | 5 |
[routing by layer]
| layer | vias to the layer above | wire length (um) |
|---|---|---|
| li1 | 1357 | - |
| met1 | 1534 | 4750 |
| met2 | 108 | 5460 |
| met3 | 10 | 1010 |
| met4 | 0 | 123 |
| met5 | - | 0 |
[worst max path at each step]
| stage | startpoint | slack, ns | depth (start not counted) | to |
|---|---|---|---|---|
| finish | rptr_empty.rbin[0] | 2.09 | 5 | read_data[6] |
| CTS | rptr_empty.rbin[0] | 1.99 | 5 | read_data[6] |
| global route | rptr_empty.rbin[0] | 1.86 | 5 | read_data[2] |
[power by group through the flow]
| stage | sequential [mW] | combinational [mW] | clock [mW] |
|---|---|---|---|
| final | 1.65 | 1.14 | 1.15 |
| after global routing | 1.67 | 1.25 | 1.23 |
| after CTS | 1.65 | 1.15 | 1.17 |
[layout make-up]
| type | count | area share (%) |
|---|---|---|
| Clock inverter | 14 | 1.80 |
| Timing Repair Buffer | 40 | 4.65 |
| Tap cell | 270 | 4.42 |
| Inverter | 6 | 0.295 |
| Multi-Input combinational cell | 133 | 18.6 |
| Clock buffer | 22 | 6.78 |
| Sequential cell | 168 | 63.4 |
[per-stage QoR]
| step | util, % | cell area (sq um) | instances | hold slack [ns] |
|---|---|---|---|---|
| 2_1_floorplan | - | 6360 | 322 | 0.331 |
| 3_3_place_gp | 34.1 | 6990 | 617 | 0.337 |
| 3_5_place_dp | 34.1 | 6990 | 617 | 0.335 |
| 4_1_cts | 37.3 | 7640 | 653 | 0.184 |
| 5_1_grt | 37.3 | 7640 | 653 | 0.186 |
| 6_report | 37.3 | 7640 | 653 | 0.192 |
[cell usage in the layout (no fill, tap or decap)]
cell type	count
sky130_fd_sc_hd__clkinv_8	1
sky130_fd_sc_hd__or3_1	5
sky130_fd_sc_hd__xnor2_1	9
sky130_fd_sc_hd__buf_4	18
sky130_fd_sc_hd__dfrtp_1	38
sky130_fd_sc_hd__clkdlybuf4s50_1	22
sky130_fd_sc_hd__nand2b_1	3
sky130_fd_sc_hd__dfstp_2	1
sky130_fd_sc_hd__inv_8	4
sky130_fd_sc_hd__nand2_1	13
sky130_fd_sc_hd__a221oi_1	1
sky130_fd_sc_hd__xor2_1	13
sky130_fd_sc_hd__clkbuf_8	1
sky130_fd_sc_hd__nor2_1	15
sky130_fd_sc_hd__nand3_1	8
sky130_fd_sc_hd__nor2b_1	2
sky130_fd_sc_hd__a221oi_2	1
sky130_fd_sc_hd__edfxtp_1	128
sky130_fd_sc_hd__ha_1	4
sky130_fd_sc_hd__a22oi_1	16
sky130_fd_sc_hd__xnor3_1	1
sky130_fd_sc_hd__and2_1	1
sky130_fd_sc_hd__dfrtp_2	1
sky130_fd_sc_hd__inv_1	6
sky130_fd_sc_hd__clkbuf_1	1
sky130_fd_sc_hd__clkinv_4	3
sky130_fd_sc_hd__and3_1	1
sky130_fd_sc_hd__xnor2_2	1
sky130_fd_sc_hd__clkbuf_16	20
sky130_fd_sc_hd__inv_6	4
sky130_fd_sc_hd__mux4_2	32
sky130_fd_sc_hd__nor3_1	4
sky130_fd_sc_hd__and2b_1	1
sky130_fd_sc_hd__clkinvlp_4	2
sky130_fd_sc_hd__a21boi_0	1
sky130_fd_sc_hd__xor3_1	1
Power and IR drop assume default switching activity.
